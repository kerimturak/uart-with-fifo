## design/flow/run.sh

```bash
#!/bin/bash
# OpenROAD 26Q1-2900-gdf79404cd8, Yosys 0.63+post, stock flow scripts
make -C /OpenROAD-flow-scripts/flow DESIGN_CONFIG=/design/flow/config.mk WORK_HOME=/design/flow/orfs finish
```

## design/flow/design.v

```verilog
module count_fifo #(  
    parameter DATA_WIDTH = 8,   
    parameter FIFO_DEPTH = 4   
)(
    input  logic clk,           
    input  logic rst,           
    input  logic write_en,      
    input  logic read_en,       
    input  logic [DATA_WIDTH-1:0] write_data,  
    output logic [DATA_WIDTH-1:0] read_data,   
    output logic full,           
    output logic empty           
);
    localparam ADDR_WIDTH = $clog2(FIFO_DEPTH);  
    logic [DATA_WIDTH-1:0] fifo_mem [FIFO_DEPTH];  
    logic [ADDR_WIDTH-1:0] write_ptr, read_ptr;        
    logic [ADDR_WIDTH:0] fifo_count;                   
    always_ff @(posedge clk) begin
        if (rst) begin
            write_ptr <= 0;
            read_ptr <= 0;
            fifo_count <= 0;
        end else begin
            case ({write_en, read_en})
                2'b10: fifo_count <= fifo_count + 1;  
                2'b01: fifo_count <= fifo_count - 1;  
                default: fifo_count <= fifo_count;    
            endcase
            if (write_en && !full) begin
                fifo_mem[write_ptr] <= write_data;
                write_ptr <= write_ptr + 1;
            end
            if (read_en && !empty) begin
                read_data <= fifo_mem[read_ptr];
                read_ptr <= read_ptr + 1;
            end
        end
    end
    assign full  = (fifo_count == FIFO_DEPTH);
    assign empty = (fifo_count == 0);
endmodule
module le_fifo#(  
    parameter DATA_WIDTH = 8,   
    parameter FIFO_DEPTH = 4   
)(
    input  logic clk,           
    input  logic rst,           
    input  logic write_en,      
    input  logic read_en,       
    input  logic [DATA_WIDTH-1:0] write_data,  
    output logic [DATA_WIDTH-1:0] read_data,   
    output logic full,           
    output logic empty           
);
    localparam ADDR_WIDTH = $clog2(FIFO_DEPTH);  
    logic [DATA_WIDTH-1:0] fifo_mem [FIFO_DEPTH];  
    logic [ADDR_WIDTH-1:0] write_ptr, read_ptr;        
    logic wrap_around;
    always_ff @(posedge clk) begin
        if (rst) begin
            write_ptr <= 0;
            read_ptr <= 0;
        end else begin
            if (write_en && !full) begin
                fifo_mem[write_ptr] <= write_data;
                write_ptr <= write_ptr + 1;
            end
            if (read_en && !empty) begin
                read_data <= fifo_mem[read_ptr];
                read_ptr <= read_ptr + 1;
            end
        end
    end
    assign full = ((write_ptr+1'b1) == read_ptr);  
    assign empty = (write_ptr == read_ptr);
endmodule
module wbit_fifo#(   
    parameter DATA_WIDTH = 8,   
    parameter FIFO_DEPTH = 4   
)(
    input  logic clk,           
    input  logic rst,           
    input  logic write_en,      
    input  logic read_en,       
    input  logic [DATA_WIDTH-1:0] write_data,  
    output logic [DATA_WIDTH-1:0] read_data,   
    output logic full,           
    output logic empty           
);
    localparam ADDR_WIDTH = $clog2(FIFO_DEPTH);  
    logic [DATA_WIDTH-1:0] fifo_mem [FIFO_DEPTH];  
    logic [ADDR_WIDTH:0] write_ptr, read_ptr;        
    logic wrap_around;
    always_ff @(posedge clk) begin
        if (rst) begin
            write_ptr <= 0;
            read_ptr <= 0;
        end else begin
            if (write_en && !full) begin
                fifo_mem[write_ptr[ADDR_WIDTH-1:0]] <= write_data;
                write_ptr <= write_ptr + 1;
            end
            if (read_en && !empty) begin
                read_data <= fifo_mem[read_ptr[ADDR_WIDTH-1:0]];
                read_ptr <= read_ptr + 1;
            end
        end
    end
    assign wrap_around  = (write_ptr[ADDR_WIDTH] ^ read_ptr[ADDR_WIDTH]);
    assign full = wrap_around & (write_ptr[ADDR_WIDTH-1:0] == read_ptr[ADDR_WIDTH-1:0]);
    assign empty = (write_ptr == read_ptr);
endmodule
`timescale 1ns / 1ps
module uart_tx
(
    input  logic        clk_i,
    input  logic        rst_ni,
    input  logic [15:0] baud_div_i,
    input  logic        tx_we_i,
    input  logic        tx_en_i,
    input  logic [7:0]  din_i,
    output logic        full_o,
    output logic        empty_o,
    output logic        tx_bit_o
);
  localparam DEPTH = 32;
  logic [7:0]  data;
  logic [9:0]  frame;
  logic [3:0]  bit_counter;
  logic [15:0] baud_counter;
  logic        baud_clk;
  logic        rd_en;
  enum logic [1:0] {
    IDLE,
    LOAD,
    SENDING
  } state, next_state;
  wbit_fifo #(
    .DATA_WIDTH (8),
    .FIFO_DEPTH (DEPTH)
  ) tx_buffer (
    .clk        (clk_i),
    .rst        (!rst_ni),
    .write_en   (tx_we_i),
    .read_en    (rd_en),
    .write_data (din_i),
    .read_data  (data),
    .full       (full_o),
    .empty      (empty_o)
  );
  always_comb begin
    next_state = state;
    case (state)
      IDLE:    if (!empty_o && tx_en_i)  next_state = LOAD;
      LOAD:    next_state = SENDING;
      SENDING: if (bit_counter == 9)     next_state = (!empty_o && tx_en_i) ? LOAD : IDLE;
    endcase
    frame = {1'b1, data, 1'b0};
    tx_bit_o = (state == SENDING) ? frame[bit_counter] : 1'b1;
    rd_en =  (state == LOAD);
  end
  always_ff @(posedge clk_i) begin
    if (!rst_ni) begin
      state <= IDLE;
      baud_clk     <= 1'b0;
      baud_counter <= 16'd0;
      bit_counter  <= 4'd0;
    end else begin
      if (baud_clk || (bit_counter == '0)) state <= next_state;
      if (tx_en_i) begin
        if (baud_counter == baud_div_i - 1) begin
          baud_counter <= 16'd0;
          baud_clk     <= 1'b1;
        end else begin
          baud_counter <= baud_counter + 1;
          baud_clk     <= 1'b0;
        end
      end else begin
        baud_clk <= 1'b0;
      end
      if (baud_clk) begin
        bit_counter <= (state == SENDING && bit_counter != 9) ? bit_counter + 1'b1 : 4'd0;
      end
    end
  end
endmodule
```

## design/flow/config.mk

```make
export PLATFORM = sky130hd
export DESIGN_NAME = uart_tx
export DESIGN_NICKNAME = uart_tx
export VERILOG_FILES = /design/flow/design.v
export SDC_FILE = /design/flow/constraint.sdc
export NUM_CORES = 4
export LEC_CHECK = 1
export CORE_UTILIZATION = 40
```

## design/flow/constraint.sdc

```tcl
current_design uart_tx

set clk_period 6.3
set clk_io_pct 0.2

create_clock -name clk0 -period $clk_period [get_ports {clk_i}]

set non_clock_inputs [all_inputs -no_clocks]
set_input_delay [expr $clk_period * $clk_io_pct] -clock clk0 $non_clock_inputs
set_output_delay [expr $clk_period * $clk_io_pct] -clock clk0 [all_outputs]
```

==> metrics.json <==
{
  "outcome": {
    "status": "complete, no violations"
  },
  "sta": {
    "setup_ws_ns": 2.51,
    "fin_crit_sh_pct": 60.2,
    "worst-slew-pin-transition_ns": 0.917,
    "max_clock_freq_ghz": 0.264,
    "finalCriticalPeriod_ns": 3.79,
    "maxSlewViolCount": 0,
    "final_layout_setup_total_negative_slack_ns": 0,
    "final_hold_violations": 0,
    "relative_slew_slack_pct": 38.6,
    "timing.clock.skew_ns": 0.0125,
    "grt_setup_unrepaired": "no",
    "setup-violations-final": 0
  },
  "logic_synthesis": {
    "syn-instance-count": 722,
    "yosys.stat.seqShare_pct": 68.3,
    "count_of_flip_flops_with_a_built_in_enable_after_synthesis": 264,
    "postSynthAreaPerCell_um2": 17.5,
    "yosys_cells": 722,
    "area_leaders": "sky130_fd_sc_hd__edfxtp_1, sky130_fd_sc_hd__mux4_2, sky130_fd_sc_hd__dfxtp_1, sky130_fd_sc_hd__nor2_1, sky130_fd_sc_hd__xnor2_1",
    "yosys.cell_count.top_type": "sky130_fd_sc_hd__edfxtp_1",
    "ys_chip_area_um2": 12700,
    "synth_flops": 300,
    "yosys_warnings": 2,
    "synth.lib_cells_used.distinct": 60,
    "top_area_cell": "sky130_fd_sc_hd__edfxtp_1",
    "flop_cell": "sky130_fd_sc_hd__edfxtp_1",
    "top_cell_type_s_share_of_synthesized_area_pct": 62.6,
    "synth-async-reset-ratio_pct": 0,
    "netlist_top_cells_count": "sky130_fd_sc_hd__edfxtp_1, sky130_fd_sc_hd__mux4_2, sky130_fd_sc_hd__nor2_1",
    "syn_area_um2": 12700
  },
  "place": {
    "port_buffers": 30,
    "routabilityCongestion": 0.880,
    "detailed_place_hpwl_um": 16000,
    "pre_cts_slack_ns": 1.98
  },
  "cts": {
    "clk_pin_slew_ns": 0.06,
    "worst_skew_pair_latency_ns": 0.57,
    "cts-buffers-inserted": 31,
    "h-tree-depth": 1,
    "tritoncts": "yes",
    "ctsRootBufferMaster": "sky130_fd_sc_hd__clkbuf_16",
    "cts_repair_resize_count": 0,
    "clock-sinks": 300,
    "clock_path_buffers": 3,
    "cts.hold.buffers_added": 0,
    "post_cts.repair.setup_buffers": 0
  },
  "global_routing": {
    "first_global_vias": 6931,
    "grt_first_pass_wirelength_um": 39600,
    "grt_start_max_net_pins": 39,
    "antenna_found_initial": 1,
    "globalRouteTotalUtil_pct": 17.5,
    "globalRoute.totalOverflow": 0
  },
  "routing": {
    "finalWirelength_um": 25100,
    "detail_route.antenna_diodes": 0,
    "dr.pass1.iters": 21,
    "vias": 6478,
    "via_per_instance_ratio": 5.48,
    "drc": 0,
    "drtIter0Drc": 409,
    "route.detailed.wl_per_inst_um": 21.3,
    "antenna_left": 0
  },
  "floorplan": {
    "io-pin-count": 31,
    "die-area_um2": 32400,
    "die_y_um": 180,
    "core_region_area_um2": 30800,
    "floorplanUtilization_pct": 41.1,
    "overall_die_width_um": 180,
    "std_cell_rows": 64
  },
  "run": {
    "timing.max_cap.violations": 0,
    "number_of_warnings_in_the_stage_logs": 30
  },
  "power": {
    "vdd.ir_drop.worst_uv": 191,
    "powerDensity_nw_per_um2": 278,
    "p_leak_nw": 4.41
  },
  "worst_setup_path": {
    "crit_path_max_fanout": 34,
    "critPathLaunchType": "flop",
    "critical_path_required_ns": 5.04,
    "category_of_the_worst_setup_path_capture_point": "primary output",
    "worstSetupPathType": "reg2out",
    "cp_data_arrival_time_ns": 2.53
  },
  "finish": {
    "share_of_cells_above_drive_strength_1_pct": 19.3,
    "fill_cells": 2507,
    "area_growth_pct": 13.1,
    "final_util_pct": 46.5
  },
  "hold_path": {
    "hold_path.class": "reg2reg"
  }
}
==> metal layers <==
| metal | GRT usage, % | vias up | share of wire, % |
|---|---|---|---|
| met4 | 2.97 | 2 | 2.0 |
| met1 | 24.1 | 3183 | 38 |
| li1 | - | 2954 | - |
| met5 | 0 | - | 0.060 |
| met2 | 25.6 | 300 | 47 |
| met3 | 10.8 | 39 | 14 |
==> final timing paths <==
check	depth (start not counted)	startpoint	to	slack [ns]
max	5	tx_buffer.read_ptr[0]	empty_o	2.51
min	2	state[0]	state[0]	0.50
max reg2reg	4	tx_buffer.read_ptr[0]	tx_buffer.read_data[2]	3.09
min reg2reg	2	state[0]	state[0]	0.50
==> through the flow <==
| step | power, mW | instances | hold WS, ns | area, um2 |
|---|---|---|---|---|
| floorplan | 2.32 | 722 | 0.442 | 12700 |
| global placement | 2.40 | 1127 | 0.461 | 13400 |
| detailed placement | 2.40 | 1127 | 0.479 | 13400 |
| CTS | 4.02 | 1182 | 0.498 | 14300 |
| global route | 4.12 | 1182 | 0.506 | 14300 |
| finish | 3.99 | 1182 | 0.495 | 14300 |
==> layout by cell type (no fill, tap or decap), types with 2 or more instances in the layout <==
cell / n
sky130_fd_sc_hd__mux4_2: 81
sky130_fd_sc_hd__a31oi_1: 4
sky130_fd_sc_hd__xor2_1: 22
sky130_fd_sc_hd__mux2i_1: 5
sky130_fd_sc_hd__or3b_2: 2
sky130_fd_sc_hd__nand4b_1: 2
sky130_fd_sc_hd__nand4_1: 14
sky130_fd_sc_hd__ha_1: 10
sky130_fd_sc_hd__nand3_1: 10
sky130_fd_sc_hd__edfxtp_1: 264
sky130_fd_sc_hd__a41oi_1: 2
sky130_fd_sc_hd__a21oi_1: 7
sky130_fd_sc_hd__clkbuf_16: 31
sky130_fd_sc_hd__nand3b_1: 5
sky130_fd_sc_hd__nor4_1: 4
sky130_fd_sc_hd__clkbuf_1: 10
sky130_fd_sc_hd__or4_1: 2
sky130_fd_sc_hd__o21ai_0: 7
sky130_fd_sc_hd__a32oi_1: 2
sky130_fd_sc_hd__and2_1: 12
sky130_fd_sc_hd__nand2_1: 23
sky130_fd_sc_hd__dfxtp_1: 34
sky130_fd_sc_hd__clkinv_1: 9
sky130_fd_sc_hd__nor3b_1: 4
sky130_fd_sc_hd__xnor2_1: 26
sky130_fd_sc_hd__nor3_1: 8
sky130_fd_sc_hd__inv_1: 10
sky130_fd_sc_hd__and3_1: 9
sky130_fd_sc_hd__nor2b_1: 12
sky130_fd_sc_hd__clkinv_2: 2
sky130_fd_sc_hd__nor2_1: 62
sky130_fd_sc_hd__o21a_1: 2
sky130_fd_sc_hd__or3_1: 4
sky130_fd_sc_hd__a21boi_0: 2
sky130_fd_sc_hd__nor3_4: 2
sky130_fd_sc_hd__clkdlybuf4s50_1: 30
sky130_fd_sc_hd__buf_4: 14
sky130_fd_sc_hd__mux2_2: 8
==> sequential cells by signal, summed over array words and instances, names as in the netlist <==
| name | count |
|---|---|
| state | 3 |
| tx_buffer.read_ptr | 6 |
| baud_clk | 1 |
| bit_counter | 4 |
| tx_buffer.fifo_mem | 256 |
| tx_buffer.read_data | 8 |
| baud_counter | 16 |
| tx_buffer.write_ptr | 6 |
==> kinds of logic after synthesis <==
family	share of synthesized area [%]
DFF	68.3
xor gates and xnor gates	3.50
buffers and inverters	1.49
and+or+nand+nor	7.90
muxes	15.5
adders and majority gates	0.988
AOI/OAI and AO/OA	2.32
==> worst max-delay path: stages, from the launching register on <==
cell	delay, ns
sky130_fd_sc_hd__dfxtp_4	0.79
sky130_fd_sc_hd__xor2_1	0.14
sky130_fd_sc_hd__nor3_1	0.26
sky130_fd_sc_hd__nand3_1	0.23
sky130_fd_sc_hd__inv_1	0.09
sky130_fd_sc_hd__clkdlybuf4s50_1	0.46
==> final cells by class <==
cell class | count | area (um2) | area share [%]
well taps | 396 | 495 | 3.46
clock inverters | 14 | 88.8 | 0.620
flip-flops and latches | 300 | 8650 | 60.4
inverters | 10 | 37.5 | 0.262
multi-input cells | 377 | 3830 | 26.7
clock buffers | 41 | 813 | 5.68
repair buffers | 44 | 405 | 2.83
==> power by group <==
group / leakage (nW) / total [mW] / internal [mW] / switching [mW]
sequential: 2.67 / 2.19 / 2.17 / 0.0133
combinational: 1.31 / 0.170 / 0.0784 / 0.0920
clock: 0.437 / 1.63 / 0.906 / 0.723
total: 4.41 / 3.99 / 3.16 / 0.828
Power and IR drop assume default switching activity.
