==> design/flow/design.v <==
module count_fifo #(  
    parameter DATA_WIDTH = 8,   
    parameter FIFO_DEPTH = 4   
)(
    input  logic clk,           
    input  logic rst,           
    input  logic write_en,      
    input  logic read_en,       
    input  logic [DATA_WIDTH-1:0] write_data,  
    output logic [DATA_WIDTH-1:0] read_data,   
    output logic full,           
    output logic empty           
);
    localparam ADDR_WIDTH = $clog2(FIFO_DEPTH);  
    logic [DATA_WIDTH-1:0] fifo_mem [FIFO_DEPTH];  
    logic [ADDR_WIDTH-1:0] write_ptr, read_ptr;        
    logic [ADDR_WIDTH:0] fifo_count;                   
    always_ff @(posedge clk) begin
        if (rst) begin
            write_ptr <= 0;
            read_ptr <= 0;
            fifo_count <= 0;
        end else begin
            case ({write_en, read_en})
                2'b10: fifo_count <= fifo_count + 1;  
                2'b01: fifo_count <= fifo_count - 1;  
                default: fifo_count <= fifo_count;    
            endcase
            if (write_en && !full) begin
                fifo_mem[write_ptr] <= write_data;
                write_ptr <= write_ptr + 1;
            end
            if (read_en && !empty) begin
                read_data <= fifo_mem[read_ptr];
                read_ptr <= read_ptr + 1;
            end
        end
    end
    assign full  = (fifo_count == FIFO_DEPTH);
    assign empty = (fifo_count == 0);
endmodule
module le_fifo#(  
    parameter DATA_WIDTH = 8,   
    parameter FIFO_DEPTH = 4   
)(
    input  logic clk,           
    input  logic rst,           
    input  logic write_en,      
    input  logic read_en,       
    input  logic [DATA_WIDTH-1:0] write_data,  
    output logic [DATA_WIDTH-1:0] read_data,   
    output logic full,           
    output logic empty           
);
    localparam ADDR_WIDTH = $clog2(FIFO_DEPTH);  
    logic [DATA_WIDTH-1:0] fifo_mem [FIFO_DEPTH];  
    logic [ADDR_WIDTH-1:0] write_ptr, read_ptr;        
    logic wrap_around;
    always_ff @(posedge clk) begin
        if (rst) begin
            write_ptr <= 0;
            read_ptr <= 0;
        end else begin
            if (write_en && !full) begin
                fifo_mem[write_ptr] <= write_data;
                write_ptr <= write_ptr + 1;
            end
            if (read_en && !empty) begin
                read_data <= fifo_mem[read_ptr];
                read_ptr <= read_ptr + 1;
            end
        end
    end
    assign full = ((write_ptr+1'b1) == read_ptr);  
    assign empty = (write_ptr == read_ptr);
endmodule
module wbit_fifo#(   
    parameter DATA_WIDTH = 8,   
    parameter FIFO_DEPTH = 4   
)(
    input  logic clk,           
    input  logic rst,           
    input  logic write_en,      
    input  logic read_en,       
    input  logic [DATA_WIDTH-1:0] write_data,  
    output logic [DATA_WIDTH-1:0] read_data,   
    output logic full,           
    output logic empty           
);
    localparam ADDR_WIDTH = $clog2(FIFO_DEPTH);  
    logic [DATA_WIDTH-1:0] fifo_mem [FIFO_DEPTH];  
    logic [ADDR_WIDTH:0] write_ptr, read_ptr;        
    logic wrap_around;
    always_ff @(posedge clk) begin
        if (rst) begin
            write_ptr <= 0;
            read_ptr <= 0;
        end else begin
            if (write_en && !full) begin
                fifo_mem[write_ptr[ADDR_WIDTH-1:0]] <= write_data;
                write_ptr <= write_ptr + 1;
            end
            if (read_en && !empty) begin
                read_data <= fifo_mem[read_ptr[ADDR_WIDTH-1:0]];
                read_ptr <= read_ptr + 1;
            end
        end
    end
    assign wrap_around  = (write_ptr[ADDR_WIDTH] ^ read_ptr[ADDR_WIDTH]);
    assign full = wrap_around & (write_ptr[ADDR_WIDTH-1:0] == read_ptr[ADDR_WIDTH-1:0]);
    assign empty = (write_ptr == read_ptr);
endmodule
==> design/flow/run.sh <==
#!/bin/bash
# OpenROAD 26Q1-2900-gdf79404cd8, Yosys 0.63+post, stock flow scripts
make -C /OpenROAD-flow-scripts/flow DESIGN_CONFIG=/design/flow/config.mk WORK_HOME=/design/flow/orfs finish
==> design/flow/config.mk <==
export PLATFORM = sky130hd
export DESIGN_NAME = le_fifo
export DESIGN_NICKNAME = le_fifo
export VERILOG_FILES = /design/flow/design.v
export SDC_FILE = /design/flow/constraint.sdc
export NUM_CORES = 4
export LEC_CHECK = 1
export CORE_UTILIZATION = 30
==> design/flow/constraint.sdc <==
current_design le_fifo

set clk_period 3.7
set clk_io_pct 0.2

create_clock -name clk0 -period $clk_period [get_ports {clk}]

set non_clock_inputs [all_inputs -no_clocks]
set_input_delay [expr $clk_period * $clk_io_pct] -clock clk0 $non_clock_inputs
set_output_delay [expr $clk_period * $clk_io_pct] -clock clk0 [all_outputs]
==> flow_summary.yaml <==
# synthesis and place-and-route metrics
synthesis:
  edf_count: 40
  yosys_warnings: 1
  yosys_area_um2: 1714
  synthesis.area_um2: 1714
  xor_share_pct: 1.533
  topCombFamilyByArea: "multiplexers"
  synth_area_per_cell_um2: 19.26
  ys_ff: 44
  largest_area_cell: "edfxtp_1"
  most_common_cell: "edfxtp_1"
  async_flop_share_pct: 0
  top_area_share_pct: 70.07
  ff_type: "edfxtp_1"
  synth_cell_type_count: 22
  adder_share_pct: 2.920
  yosys-stat-cells: 89
  yosys-top-cells-area: "edfxtp_1 (70%), mux4_2 (11%), dfxtp_1 (4.7%)"
  yosys.stat.seqShare_pct: 74.74
  ys_sh_simple_pct: 5.766
  syn_inst: 89
  mux_area_share_pct: 10.51
  ys_sh_aoi_pct: 3.285
  common_cells: "edfxtp_1 (40), mux4_2 (8), and2_1 (6)"
floorplanning:
  coreArea_um2: 5507
  fp_util_pct: 31.13
  dieWidth_um: 77.59
  die_h_um: 77.59
  num_io_pins: 22
  dieArea_um2: 6020
  num_rows: 27
global_route:
  grtUsageTotal_pct: 9.956
  antenna_found_initial: 0
  grt_pass1_wl_um: 4257
  grt_max_degree: 15
  grt_pass1_vias: 862
  gr-total-overflow: 0
clock_network:
  numCtsBuffers: 5
  clk_pin_slew_ns: 0.07
  cts_setup_buffers: 0
  ctsResizeCount: 0
  clk-insertion-delay-late_ns: 0.29
  cts-root-buf: "clkbuf_8"
  htree_num_levels: 2
  cts_sinks: 44
  hold_buffers: 0
  cts_tree: "yes"
  cts_buffer_depth: 2
setup_path:
  worstSetupEndpointType: "output pin"
  crit_family: "buffers and inverters"
  cp-start-kind: "flop"
  cp_cell_sequence: "inv_1, ha_1, xnor2_1, and2_1, clkdlybuf4s50_1"
  cp_max_fo: 9
  worstPathRequired_ns: 2.96
  slowest_stage: "dfxtp_1"
  crit_buf_inv: 2
  worst-setup-path-type: "flop to output pin"
  crit_arrival_ns: 2.13
  slowest_delay_ns: 0.49
timing:
  hold_viol_final: 0
  min_period_ns: 2.872
  tightest_slew_ns: 0.6581
  slew_violations: 0
  tns_ns: 0
  setup_viol: 0
  skew_ns: 0.002111
  relSlewSlack_pct: 56.06
  fmax_ghz: 0.3482
  rsz0062_at_grt: "false"
  finalCritPeriodShare_pct: 77.62
finish:
  stdcell_count: 190
  final_util_pct: 38.15
  drive_above_1_share_pct: 13.56
  logic_area_um2: 411.6
  fill_cells: 485
  area_growth_syn_to_layout_pct: 22.55
  seq_area_um2: 1281
pwr:
  power_leakage_nw: 0.6740
  pwr-share-seq_pct: 54.7
  p_int_mw: 0.9065
  p_sw_share_pct: 24.63
  powerDensity_nw_per_um2: 572.5
  switching_power_mw: 0.2963
  vdd_drop_max_v: 0.0002606
  pwr-share-comb_pct: 22.8
  power_frac_clock_pct: 22.6
placement:
  dp.cells: 182
  io_buffer_count: 21
  routabilityCongestion: 0.7522
  place_hpwl_um: 1707
detailed_routing:
  vias: 835
  antenna_cells: 0
  drc: 0
  drt-total-wl_um: 2509
  postRouteAntennaNets: 0
  drt_first_pass_iters: 5
  via_per_inst: 4.395
  avgRoutedWirePerCell_um: 13.21
  drt_iter0_drc: 48
job:
  log.warning_count: 28
  max-cap-violations: 0
worst_hold_path:
  hold_class: "flop to flop"
outcome:
  run_status: "finished, final reports clean"
## cells in the final DEF, fill, tap and decap left out
| cell type | synthesis | final |
|---|---|---|
| clkdlybuf4s50_1 | 0 | 21 |
| edfxtp_1 | 40 | 40 |
| a311oi_1 | 1 | 1 |
| ha_1 | 4 | 4 |
| buf_4 | 0 | 2 |
| dfxtp_1 | 4 | 4 |
| clkbuf_1 | 0 | 2 |
| nor2_1 | 2 | 2 |
| a211oi_1 | 1 | 1 |
| a31oi_1 | 2 | 2 |
| and2_1 | 6 | 6 |
| nand2b_1 | 1 | 1 |
| inv_1 | 3 | 3 |
| clkinv_2 | 0 | 1 |
| a2111oi_1 | 1 | 1 |
| a21oi_1 | 1 | 1 |
| nor3b_1 | 2 | 2 |
| or3_1 | 1 | 1 |
| xor2_1 | 2 | 2 |
| clkbuf_8 | 0 | 5 |
| o21ai_0 | 1 | 1 |
| xnor2_1 | 1 | 1 |
| mux4_2 | 8 | 8 |
| nand2_1 | 3 | 3 |
| nand3b_1 | 2 | 2 |
| a21o_1 | 1 | 1 |
## flip-flops by register name, summed over array words and instances (netlist names)
register	cells
write_ptr	2
fifo_mem	32
read_data	8
read_ptr	2
## cells by family after synthesis
family / count (synthesis)
DFF: 44
and+or+nand+nor: 17
AOI/OAI and AO/OA: 8
muxes: 8
buffers and inverters: 5
adders and majority gates: 4
xor gates and xnor gates: 3
## tightest hold or removal path: stages (launching register included)
cell and delay, ns:
dfxtp_1 0.39, nand2_1 0.09, a31oi_1 0.06
## per-stage QoR
stage	hold WS, ns	setup WS (ns)	power (mW)	area (um^2)
floorplan	0.5338	1.721	0.8217	1714
global placement	0.5720	1.201	0.9404	2019
detailed placement	0.5834	1.124	0.9454	2019
CTS	0.5936	0.8088	1.219	2101
global route	0.6255	0.6563	1.288	2101
finish	0.5947	0.8279	1.203	2101
## routing by layer
layer	wire length [um]	GRT usage [%]	vias to the layer above	part of all wire, %
met2	1149	14.25	31	46
met5	0	0	-	0
met1	1087	14.23	396	43
met3	221	5.615	6	8.8
met4	50	1.509	0	2.0
li1	-	-	402	-
## final timing paths
check	start	end	slack, ns	depth (start not counted)
max	write_ptr[0]	full	0.83	5
max reg2reg	write_ptr[0]	fifo_mem[3][5]	1.34	5
min reg2reg	write_ptr[0]	write_ptr[0]	0.59	2
min	write_ptr[0]	write_ptr[0]	0.59	2
## power groups by stage
| stage | combinational [mW] | sequential, mW | clock [mW] |
|---|---|---|---|
| CTS | 0.279 | 0.658 | 0.281 |
| global route | 0.315 | 0.665 | 0.308 |
| finish | 0.274 | 0.658 | 0.271 |
## cell type report
type                            instances  share of cell area [%]
Clock buffer                            7                   3.633
Clock inverter                          1                  0.2382
Inverter                                3                  0.5360
Multi-Input combinational cell         40                   19.60
Sequential cell                        44                   60.99
Tap cell                               72                   4.288
Timing Repair Buffer                   23                   10.72
Power is estimated from default activity; no workload was simulated.
